--- design/flow/design.v ---
`default_nettype none
module fpga_top ( 
   led_o,
   clk_i, arstn_i, freq_up_i, freq_dwn_i
   );
  localparam CLK_FREQ   = 50000000;
  localparam FREQ_STEPS = 10;
  localparam MAX_FREQ   = 50;
  localparam MIN_FREQ   = 1;
  localparam SCALE_DIV  = 10;
  localparam NUM_SYNC   = 3;
  localparam DEBOUNCE   = 16;
  localparam BTN_ACTIVE = 0;
  localparam DBNC_WDTH  = $clog2(DEBOUNCE + 1);
  input   wire  clk_i;
  input   wire  arstn_i;
  input   wire  freq_up_i;
  input   wire  freq_dwn_i;
  output  wire  led_o;
  reg [NUM_SYNC-1:0]  freq_up_sync;
  reg [NUM_SYNC-1:0]  freq_dwn_sync;
  reg [DBNC_WDTH-1:0] debounce_counter;
  wire                freq_up_active;
  wire                freq_dwn_active;
  wire                button_pushed;
  wire                button_released;
  reg                 freq_up;
  reg                 freq_dwn;
  integer i;
  reg button_state;
  localparam IDLE   = 1'b0;
  localparam ACTION = 1'b1;
  generate
    if(BTN_ACTIVE) begin   
      assign freq_up_active   = freq_up_i;
      assign freq_dwn_active  = freq_dwn_i;
    end
    else begin   
      assign freq_up_active   = ~freq_up_i;
      assign freq_dwn_active  = ~freq_dwn_i;
    end
  endgenerate
  always @ (posedge clk_i, negedge arstn_i) begin
    if(~arstn_i) begin
      for(i=0; i<NUM_SYNC; i=i+1) begin
        freq_up_sync[i]   <= 1'b0;
        freq_dwn_sync[i]  <= 1'b0;
      end
    end
    else begin
      for(i=0; i<NUM_SYNC; i=i+1) begin
        if(i==0) begin
          freq_up_sync[i]   <= freq_up_active;
          freq_dwn_sync[i]  <= freq_dwn_active;
        end
        else begin
          freq_up_sync[i]   <= freq_up_sync[i-1];
          freq_dwn_sync[i]  <= freq_dwn_sync[i-1];
        end
      end
    end
  end
  assign button_pushed    = freq_up_sync[NUM_SYNC-1] | freq_dwn_sync[NUM_SYNC-1];
  assign button_released  = ~button_pushed;
  always @ (posedge clk_i, negedge arstn_i) begin
    if(~arstn_i) begin
      freq_up           <= 1'b0;
      freq_dwn          <= 1'b0;
      debounce_counter  <= {DBNC_WDTH{1'b0}};
      button_state      <= IDLE;
    end
    else begin
      case(button_state)
        IDLE: begin
          if(button_pushed) begin  
            if(debounce_counter == DEBOUNCE) begin
              freq_up           <= freq_up_sync[NUM_SYNC-1];
              freq_dwn          <= freq_dwn_sync[NUM_SYNC-1];
              debounce_counter  <= {DBNC_WDTH{1'b0}};
              button_state      <= ACTION;
            end
            else
              debounce_counter  <= debounce_counter + {{(DBNC_WDTH-1){1'b0}},1'b1};
          end
          else
            debounce_counter  <= {DBNC_WDTH{1'b0}};
        end
        ACTION: begin
          freq_up   <= 1'b0;
          freq_dwn  <= 1'b0;
          if(button_released) begin  
            if(debounce_counter == DEBOUNCE) begin
              debounce_counter  <= {DBNC_WDTH{1'b0}};
              button_state      <= IDLE;
            end
            else
              debounce_counter  <= debounce_counter + {{(DBNC_WDTH-1){1'b0}},1'b1};
          end
          else
            debounce_counter  <= {DBNC_WDTH{1'b0}};
        end
      endcase
    end
  end
  defparam blink_led_inst.CLK_FREQ   = CLK_FREQ;
  defparam blink_led_inst.FREQ_STEPS = FREQ_STEPS;
  defparam blink_led_inst.MAX_FREQ   = MAX_FREQ;
  defparam blink_led_inst.MIN_FREQ   = MIN_FREQ;
  defparam blink_led_inst.SCALE_DIV  = SCALE_DIV;
  blink_led
    blink_led_inst (
      .clk_i      (clk_i),
      .arstn_i    (arstn_i),
      .freq_up_i  (freq_up),
      .freq_dwn_i (freq_dwn),
      .led_o      (led_o)
    );
endmodule  
`default_nettype wire
`default_nettype none
module blink_led
# (
    parameter CLK_FREQ    = 50000000,
    parameter FREQ_STEPS  = 10,
    parameter MAX_FREQ    = 100,
    parameter MIN_FREQ    = 1,
    parameter SCALE_DIV   = 10
  )
( 
   led_o,
   clk_i, arstn_i, freq_up_i, freq_dwn_i
   );
  localparam COUNTER_WIDTH = $clog2(SCALE_DIV * (CLK_FREQ / (2 * MIN_FREQ)));
  localparam PTR_WIDTH     = $clog2(FREQ_STEPS + 1);
  input   wire  clk_i;
  input   wire  arstn_i;
  input   wire  freq_up_i;
  input   wire  freq_dwn_i;
  output  reg   led_o;
  reg  [COUNTER_WIDTH-1:0] counter;
  wire [COUNTER_WIDTH-1:0] nxt_counter;
  reg  [COUNTER_WIDTH-1:0] limit;
  reg  [PTR_WIDTH-1:0]     limit_ptr;
  wire [COUNTER_WIDTH-1:0] limit_array [FREQ_STEPS:0];
  wire                     change;
  wire [PTR_WIDTH-1:0]     ptr_up;
  wire [PTR_WIDTH-1:0]     ptr_dwn;
  genvar I;
  generate
    for(I=0; I<=FREQ_STEPS; I=I+1) begin: limit_calc_gen
      assign limit_array[I] = SCALE_DIV * (CLK_FREQ / (2 * (MIN_FREQ + ((I * (MAX_FREQ - MIN_FREQ)) / FREQ_STEPS))));
    end
  endgenerate
  assign change = freq_up_i ^ freq_dwn_i;  
  assign ptr_up  = (limit_ptr == (FREQ_STEPS)) ? limit_ptr : limit_ptr + {{(PTR_WIDTH-1){1'b0}},1'b1};
  assign ptr_dwn = (limit_ptr == 0) ? limit_ptr : limit_ptr - {{(PTR_WIDTH-1){1'b0}},1'b1};
  assign nxt_counter = counter + {{(COUNTER_WIDTH-1){1'b0}},1'b1};
  always @ (posedge clk_i, negedge arstn_i) begin
    if(~arstn_i) begin
      limit     <= limit_array[0];
      limit_ptr <= {PTR_WIDTH{1'b0}};
    end
    else begin
      if(change) begin  
        if(freq_up_i) begin  
          limit     <= limit_array[ptr_up];
          limit_ptr <= ptr_up;
        end
        else begin  
          limit     <= limit_array[ptr_dwn];
          limit_ptr <= ptr_dwn;
        end
      end
    end
  end
  always @ (posedge clk_i, negedge arstn_i) begin
    if(~arstn_i) begin
      counter <= {COUNTER_WIDTH{1'b0}};
      led_o   <= 1'b0;
    end
    else begin
      if(nxt_counter >= limit) begin
        counter <= {COUNTER_WIDTH{1'b0}};
        led_o   <= ~led_o;
      end
      else
        counter <= nxt_counter;
    end
  end
endmodule  
`default_nettype wire
--- design/flow/run.sh ---
#!/bin/bash
# OpenROAD 26Q1-2900-gdf79404cd8, Yosys 0.63+post, stock flow scripts
make -C /OpenROAD-flow-scripts/flow DESIGN_CONFIG=/design/flow/config.mk WORK_HOME=/design/flow/orfs finish
--- design/flow/constraint.sdc ---
current_design fpga_top

set clk_period 7.2
set clk_io_pct 0.2

create_clock -name clk0 -period $clk_period [get_ports {clk_i}]

set non_clock_inputs [all_inputs -no_clocks]
set_input_delay [expr $clk_period * $clk_io_pct] -clock clk0 $non_clock_inputs
set_output_delay [expr $clk_period * $clk_io_pct] -clock clk0 [all_outputs]
--- design/flow/config.mk ---
export PLATFORM = sky130hd
export DESIGN_NAME = fpga_top
export DESIGN_NICKNAME = fpga_top
export VERILOG_FILES = /design/flow/design.v
export SDC_FILE = /design/flow/constraint.sdc
export NUM_CORES = 4
export LEC_CHECK = 1
export CORE_UTILIZATION = 50
==> highlights.md <==
- critical path data arrival time: 3.83 ns
- relative slew slack: 0.4568
- type of the tightest min-delay check: flip-flop to flip-flop
- min setup slack post-route: 3.587 ns
- vias per cell: 5.958
- number of synthesized register bits: 73
- adder-cell share of the synthesized area: 0.08524
- dpl ws: 3.581 ns
- routed wire length per instance: 18.82 um
- # H-tree levels: 3
- final cycle utilization of the critical path: 0.5018
- most frequent logic cell in the layout: sky130_fd_sc_hd__dfrtp_1
- violation count after the first detailed-routing iteration: 262
- critical path capture point type: flip-flop
- core region area: 0.01028 mm^2
- worst clock skew: 0.009463 ns
- largest net degree at the start of global routing: 41
- Post-Syn Area per Cell: 8.629 um^2
- clk root buf: sky130_fd_sc_hd__clkbuf_8
- Data required, critical path: 7.42 ns
- setup repair after global routing missed its margin: no
- Via Count: 4427
- power density over the cells: 320.8 mW/mm^2
- Multiplexer share: 0.007619
- YS warnings: 2
- row count: 37
- Simple Share, Synth: 0.2410
- async set or reset register ratio after synthesis: 1.000
- first-pass GRT wire length: 22990 um
- count of unique library cells instantiated by Yosys: 74
- max-slew violation total from the final report: 0
- Core Util at FP: 0.5113
- first drt pass iteration count: 5
- clock transition at the register clock pins on the worst setup and hold paths after CTS: 0.08 ns
- overall power after layout: 0.001808 W
- total gr overflow: 0
- final critical path time including I/O delays and setup: 3.613 ns
- Synth Seq Share: 0.3505
- Routed WL: 13980 um
- XORs/XNORs by Area: 0.05833
- cells in synth_stat.txt: 609
- Hold Worst Slack: 0.3422 ns
- endpoints failing setup: 0
- dominant non-sequential cell family after synthesis: simple AND/OR/NAND/NOR gates
- maximum capacitance violations: 0
- maximum vdd drop: 0.0002293 V
- Cell Count, Final, Fillers Out: 743
- GRT Resource Usage Total: 0.2771
- floorplan die width: 104.5 um
- die height: 104.5 um
- I/O pin count: 5
- residual DRC count: 0
- flip-flops with a built-in enable: 0
- total number of clock tree sinks: 73
- TritonCTS clock tree: yes
- area delta synth->final: 7.238%
- tally of buffers added on design ports: 4
- number of hold violations in the final report: 0
- DR WL met3: 587 um
- number of buffers inserted during clock tree synthesis: 9
- worst-path fanout max: 29
- met2 wire length: 6261 um
- ys flop type: sky130_fd_sc_hd__dfrtp_1
- number of global-route vias before repair: 4320
- type of the worst setup path: flip-flop to flip-flop
- clock insertion delay at the later pin of the skew report: 0.34 ns
- half-perimeter wire length of the detailed placement result: 10240 um
- outcome: finished, final reports clean
- number of diodes: 0
- # resized after CTS: 0
- tool warning count: 30
- Fmax: 276.8 MHz
- buffers inserted during post-CTS setup optimization: 0
- number of buffers on the longest clock path: 2
- Compound Share, Synth: 0.2021
- initial antenna violation count: 0
- cts-stage hold buffer count: 0
- yosys-reported design area after synthesis: 0.005255 mm^2
- Detail Route Antenna Nets: 0
- Final GP Congestion: 0.9651
- DP Cell Count: 727
- launching element type of the critical path: flip-flop
- synthesized area: 0.005255 mm^2
- commonest cells after routing, fill and taps aside: sky130_fd_sc_hd__dfrtp_1, sky130_fd_sc_hd__nor2_1, sky130_fd_sc_hd__nand2_1
- ratio of cells with drive above 1 in the final layout: 0.08567
- slew of the pin with the lowest slew margin: 0.8038 ns
- setup TNS: 0 ns
- area of the die: 0.01092 mm^2
- Cells after Synth: 609
- leakage component of the power: 2.444 nW
- routed length on met1: 6616 um
- top routing layer used: met4
logic make-up (layout without fill, tap and decap cells):
family,count (synthesis),count (layout)
AOI/OAI and AO/OA,151,151
xor gates and xnor gates,35,35
adders and majority gates,36,36
buffers and inverters,71,69
DFF,73,73
muxes,4,4
and+or+nand+nor,239,239
cell usage after synthesis (3+ instances only):
| master | n | share of area |
|---|---|---|
| sky130_fd_sc_hd__o22ai_1 | 4 | 0.0048 |
| sky130_fd_sc_hd__xnor2_1 | 20 | 0.033 |
| sky130_fd_sc_hd__o221ai_1 | 6 | 0.010 |
| sky130_fd_sc_hd__nand2b_1 | 11 | 0.013 |
| sky130_fd_sc_hd__a211oi_1 | 6 | 0.0086 |
| sky130_fd_sc_hd__o21ai_1 | 7 | 0.0067 |
| sky130_fd_sc_hd__a21oi_1 | 34 | 0.032 |
| sky130_fd_sc_hd__a21o_1 | 4 | 0.0057 |
| sky130_fd_sc_hd__nand2_1 | 47 | 0.034 |
| sky130_fd_sc_hd__ha_1 | 35 | 0.083 |
| sky130_fd_sc_hd__nor3b_1 | 5 | 0.0071 |
| sky130_fd_sc_hd__a22oi_1 | 3 | 0.0043 |
| sky130_fd_sc_hd__o211ai_1 | 3 | 0.0043 |
| sky130_fd_sc_hd__nor4_1 | 5 | 0.0060 |
| sky130_fd_sc_hd__mux2i_1 | 4 | 0.0076 |
| sky130_fd_sc_hd__o21ai_0 | 26 | 0.025 |
| sky130_fd_sc_hd__inv_1 | 39 | 0.028 |
| sky130_fd_sc_hd__and4_1 | 4 | 0.0067 |
| sky130_fd_sc_hd__a31oi_1 | 11 | 0.013 |
| sky130_fd_sc_hd__a221o_1 | 5 | 0.0095 |
| sky130_fd_sc_hd__and2_1 | 9 | 0.011 |
| sky130_fd_sc_hd__dfrtp_1 | 61 | 0.29 |
| sky130_fd_sc_hd__nand4_1 | 10 | 0.012 |
| sky130_fd_sc_hd__a211o_1 | 3 | 0.0050 |
| sky130_fd_sc_hd__o2111ai_1 | 3 | 0.0050 |
| sky130_fd_sc_hd__and3_1 | 7 | 0.0083 |
| sky130_fd_sc_hd__nor2_1 | 49 | 0.035 |
| sky130_fd_sc_hd__o21a_1 | 4 | 0.0057 |
| sky130_fd_sc_hd__xor2_1 | 15 | 0.025 |
| sky130_fd_sc_hd__clkbuf_1 | 15 | 0.011 |
| sky130_fd_sc_hd__buf_2 | 13 | 0.012 |
| sky130_fd_sc_hd__dfstp_2 | 12 | 0.060 |
| sky130_fd_sc_hd__nor3_1 | 14 | 0.013 |
| sky130_fd_sc_hd__nand3_1 | 23 | 0.022 |
| sky130_fd_sc_hd__nor2b_1 | 37 | 0.044 |
layer usage:
| layer | global-route usage | vias to the layer above |
|---|---|---|
| met5 | 0 | - |
| met2 | 0.4243 | 126 |
| met1 | 0.4211 | 2099 |
| met4 | 0.08673 | 0 |
| met3 | 0.03389 | 32 |
| li1 | - | 2170 |
final cells by class:
class / count / area, um^2
Clock inverter: 5 / 103.9
Sequential cell: 73 / 1842
Clock buffer: 11 / 141.4
Timing Repair Buffer: 13 / 105.1
Inverter: 40 / 150.1
Tap cell: 136 / 170.2
Fill cell: 915 / 4642
Multi-Input combinational cell: 465 / 3123
final timing paths:
path	from	endpoint	slack, ns	cells after the start
worst max-delay path	blink_led_inst.counter[0]	blink_led_inst.led_o	3.59	13
max in group asynchronous	arstn_i	blink_led_inst.limit[9]	5.24	2
min in group asynchronous	arstn_i	blink_led_inst.counter[4]	1.05	1
worst min register to register	freq_up_sync[0]	freq_up_sync[1]	0.34	0
worst min-delay path	freq_up_sync[0]	freq_up_sync[1]	0.34	0
worst max register to register	blink_led_inst.counter[0]	blink_led_inst.led_o	3.59	13
critical path, stage by stage, from the launching register on:
cell and delay, ns:
sky130_fd_sc_hd__dfrtp_1 0.42, sky130_fd_sc_hd__ha_1 0.22, sky130_fd_sc_hd__nand4_1 0.18, sky130_fd_sc_hd__nor3_1 0.27
sky130_fd_sc_hd__and2_1 0.25, sky130_fd_sc_hd__and4_1 0.22, sky130_fd_sc_hd__xor2_1 0.23, sky130_fd_sc_hd__ha_1 0.32
sky130_fd_sc_hd__a21o_1 0.19, sky130_fd_sc_hd__a21oi_1 0.17, sky130_fd_sc_hd__o31ai_1 0.09, sky130_fd_sc_hd__or4_1 0.50
sky130_fd_sc_hd__buf_4 0.25, sky130_fd_sc_hd__xor2_1 0.17
power breakdown:
group          internal (W)  total [W]  leakage (nW)  switching (W)
logic              0.000298   0.000811          1.38       0.000512
clock network      0.000240   0.000399         0.124       0.000159
registers          0.000529   0.000599         0.939      0.0000698
through the flow:
| step | util | instance area [um^2] |
|---|---|---|
| 2_1_floorplan | - | 5255 |
| 3_3_place_gp | 0.5245 | 5390 |
| 3_5_place_dp | 0.5245 | 5390 |
| 4_1_cts | 0.5483 | 5635 |
| 5_1_grt | 0.5483 | 5635 |
| 6_report | 0.5483 | 5635 |
sequential cells by signal, summed over array words and instances, names as in the netlist, named ones only:
name / flops
blink_led_inst.counter: 28
blink_led_inst.led_o: 1
blink_led_inst.limit: 26
blink_led_inst.limit_ptr: 4
debounce_counter: 5
freq_dwn: 1
freq_dwn_sync: 3
freq_up: 1
freq_up_sync: 3
Power and IR drop assume default switching activity.
